### design/flow/config.mk
export PLATFORM = sky130hd
export DESIGN_NAME = uart_baud_gen
export DESIGN_NICKNAME = uart_baud_gen
export VERILOG_FILES = /design/flow/design.v
export SDC_FILE = /design/flow/constraint.sdc
export NUM_CORES = 4
export LEC_CHECK = 1
export CORE_AREA = 10 10 80 80
export DIE_AREA = 0 0 90 90
### design/flow/constraint.sdc
current_design uart_baud_gen

set clk_period 2.1
set clk_io_pct 0.2

create_clock -name clk0 -period $clk_period [get_ports {clk}]

set non_clock_inputs [all_inputs -no_clocks]
set_input_delay [expr $clk_period * $clk_io_pct] -clock clk0 $non_clock_inputs
set_output_delay [expr $clk_period * $clk_io_pct] -clock clk0 [all_outputs]
### design/flow/design.v
package uart_pkg;
typedef enum logic [1:0] {
PARITY_NONE = 2'b00,
PARITY_EVEN = 2'b01,
PARITY_ODD = 2'b10
} parity_e;
endpackage : uart_pkg
module uart_baud_gen #(
parameter int unsigned CLOCK_HZ = 50_000_000,
parameter int unsigned BAUD_RATE = 115200,
parameter int unsigned OSR = 16
) (
input logic clk,
input logic rst_n,
output logic osr_tick,  
output logic bit_tick  
);
localparam int unsigned DIV = (CLOCK_HZ / (BAUD_RATE * OSR)) > 0 ?
(CLOCK_HZ / (BAUD_RATE * OSR)) : 1;
logic [$clog2(DIV):0] div_cnt;
logic [$clog2(OSR):0] osr_cnt;
always_ff @(posedge clk or negedge rst_n) begin
if (!rst_n) begin
div_cnt <= '0;
osr_cnt <= '0;
osr_tick <= 1'b0;
bit_tick <= 1'b0;
end else begin
osr_tick <= 1'b0;
bit_tick <= 1'b0;
if (div_cnt == DIV-1) begin
div_cnt <= '0;
osr_tick <= 1'b1;
if (osr_cnt == OSR-1) begin
osr_cnt <= '0;
bit_tick <= 1'b1;  
end else begin
osr_cnt <= osr_cnt + 1'b1;
end
end else begin
div_cnt <= div_cnt + 1'b1;
end
end
end
endmodule
### design/flow/run.sh
#!/bin/bash
# OpenROAD 26Q1-2900-gdf79404cd8, Yosys 0.63+post, stock flow scripts
make -C /OpenROAD-flow-scripts/flow DESIGN_CONFIG=/design/flow/config.mk WORK_HOME=/design/flow/orfs finish
==> reports/results.tsv <==
stage	metric	value	unit
run_status	outcome	complete, no violations	
cells_and_area	share of cells above drive strength 1	8.93	%
timing	final setup violating endpoints	0	
timing	cycle use final	82.6	%
pwr	P_leak	0.000338	µW
synth	Dominant cell area share	55.0	%
drt	routed len/inst	7.47	µm
timing	Clock Skew	2.33	ps
timing	Max Slew Vio Count	0	
synth	yosys stat cell total	50	
setup_path	Reg2Reg Setup Slack	360	ps
clock_network	post-CTS setup repair buffer count	0	
floorplanning	chip height	90	µm
clock_network	clock sinks	13	
min_path	hold crit path type	reg2reg	
clock_network	Max Buffers Root-to-Sink	2	
floorplanning	Row Count	25	
drt	Post-route DRC	0	
setup_path	Worst R2R Start	div_cnt[0]$_DFF_PN0_	
clock_network	cts repair resizes	0	
synth	Netlist Area Pre-Place	592	µm²
clock_network	CTS tree	built	
placement	placed wire-length estimate	646	µm
setup_path	reg2reg end	osr_cnt[0]$_DFFE_PN0N_	
setup_path	Crit path required time	2220	ps
clock_network	Late-Pin Clk Latency	230	ps
pwr	PwrDens	631	mW/mm²
cells_and_area	most frequent cells in the layout	13 x dfrtp_1, 8 x nor2_1, 5 x nand3_1, 4 x xor2_1	
synth	Synth Area per Inst	11.8	µm²
setup_path	Setup crit start	div_cnt[0]$_DFF_PN0_	
synth	distinct lib cells	20	
synth	YS warnings	1	
pwr	Peak VDD IR	0.256	mV
floorplanning	IO Count	4	
synth	Synth area leader	dfrtp_1	
drt	starting DRC count in detailed routing	77	
drt	Via density	2.99	
clock_network	number of buffers created by CTS	3	
global_route	largest net degree at the start of global routing	14	
synth	Flops after synth	13	
cells_and_area	Layout area overhead	24.9	%
global_route	vias in the first global route	370	
job	max cap viols	0	
cells_and_area	# fillers	510	
setup_path	CP Capture Type	flip-flop	
floorplanning	Placeable Area	0.00472	mm²
drt	DR pass1 iterations	3	
global_route	initial antenna violation count	0	
synth	Cell area leaders	dfrtp_1 55%, ha_1 6.3%, xor2_1 5.9%	
setup_path	end point of the critical path	osr_cnt[0]$_DFFE_PN0N_	
cells_and_area	fin cells	123	
timing	RSZ-0062 raised after global routing	no	
global_route	gr usage total	2.28	%
floorplanning	die area	0.00810	mm²
clock_network	Clock Tree Root	clkbuf_8	
floorplanning	floorplan utilization	12.5	%
timing	Worst-Margin Slew	543	ps
drt	total vias in the final route	368	
placement	number of port buffers	3	
timing	setup TNS	0	ps
setup_path	critical path type	reg2reg	
floorplanning	Die X	90	µm
setup_path	crit-path max FO	9	
clock_network	CTS Hold Buffers Added	0	
synth	register share after synthesis	55.0	%
timing	slew margin rel.	63.7	%
clock_network	htree depth	1	
setup_path	Worst setup SP type	flip-flop	
synth	Syn Inst Count	50	
drt	Antenna Nets Post-Route	0	
drt	Antenna Cells	0	
cells_and_area	most frequent logic cell in the layout	dfrtp_1	
job	tool warnings	26	
placement	gpl congestion	0.809	
clock_network	clock slew at reported path FFs	50	ps
timing	Period minus WS final	1740	ps
drt	WL final	919	µm
timing	Final Hold Viols	0	
timing	FMAX	576	MHz
global_route	wire length of the first global-routing pass	1650	µm
global_route	GRT Residual Overflow	0	
setup_path	R2R depth	5	
setup_path	Crit path arrival time	1860	ps
placement	Post-Place Cells	119	
synth	yosys stat chip area	592	µm²
[sequential cells by signal, indices dropped and copies added (netlist names)]
signal	count
bit_tick	1
div_cnt	6
osr_cnt	5
osr_tick	1
[where the power goes]
part           switching (µW)  total, µW  internal (µW)
clock                    76.7        210            133
combinational            4.35       5.98           1.63
sequential                  0        251            251
total                    81.1        467            386
[Yosys cell counts]
cell / n
o32a_1: 1
and2_1: 1
xor2_1: 4
nand3_1: 5
mux2_4: 1
nor2_1: 8
nand2_1: 1
ha_1: 3
nor3_1: 1
dfrtp_1: 13
buf_6: 1
a41oi_1: 1
nor2b_1: 1
o41ai_1: 1
or3b_1: 1
xnor2_1: 1
nor2_8: 1
inv_1: 3
o21ai_0: 1
and4b_1: 1
[cell families after synthesis]
kind of cell / synth area share (%)
compound gates: 5.50
xor+xnor: 7.40
fa+ha+maj: 6.34
buf+inv: 3.81
flops: 55.0
mux: 2.54
simple gates: 19.5
[metal layers]
layer  GRT usage (%)  vias up  share of wire, %
met5               0        -                 0
met4           0.531        0               3.2
met3           0.671        2               3.0
met2            3.27        4                45
met1            3.30      177                48
li1                -      185                 -
[worst max-delay path, stage by stage, from the launching register on]
cell	delay, ps
dfrtp_1	410
inv_1	80
ha_1	130
or3b_1	490
nor2_8	200
mux2_4	310
[stage by stage]
stage          util (%)  power [µW]  setup slack (ps)  instance area (µm²)  hold WS, ps
5_1_grt            15.7         484               295                  739          489
4_1_cts            15.7         472               367                  739          480
3_5_place_dp       14.7         261               387                  694          464
2_1_floorplan         -         255               507                  592          124
3_3_place_gp       14.7         261               428                  694          460
6_report           15.7         467               365                  739          477
[cell type report]
type                       instances  area, µm²  area share (%)
tap                               67       83.8            11.3
sequential                        13        325            44.0
multi-input combinational         33        244            33.0
clock buffer                       4       45.0            6.09
timing repair buffer               3       30.0            4.06
inverter                           3       11.3            1.52
[worst min-delay path by stage]
| stage | end | slack [ps] | from | cells past startpoint |
|---|---|---|---|---|
| 4_1_cts | div_cnt[5]$_DFF_PN0_ | 480 | div_cnt[5]$_DFF_PN0_ | 1 |
| 5_1_grt | div_cnt[5]$_DFF_PN0_ | 490 | div_cnt[5]$_DFF_PN0_ | 1 |
| 6_report | div_cnt[5]$_DFF_PN0_ | 480 | div_cnt[5]$_DFF_PN0_ | 1 |
Power and IR drop assume default switching activity.
