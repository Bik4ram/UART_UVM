--- flow/run.sh ---
#!/bin/bash
# OpenROAD 26Q1-2900-gdf79404cd8, Yosys 0.63+post, stock flow scripts
make -C /OpenROAD-flow-scripts/flow DESIGN_CONFIG=/design/flow/config.mk WORK_HOME=/design/flow/orfs finish
--- flow/config.mk ---
export PLATFORM = sky130hd
export DESIGN_NAME = uart_fifo
export DESIGN_NICKNAME = uart_fifo
export VERILOG_FILES = /design/flow/design.v
export SDC_FILE = /design/flow/constraint.sdc
export NUM_CORES = 4
export LEC_CHECK = 1
export CORE_UTILIZATION = 30
--- flow/design.v ---
package uart_pkg;
typedef enum logic [1:0] {
PARITY_NONE = 2'b00,
PARITY_EVEN = 2'b01,
PARITY_ODD = 2'b10
} parity_e;
endpackage : uart_pkg
module uart_fifo #(
parameter int unsigned WIDTH = 8,
parameter int unsigned DEPTH = 16
) (
input logic clk,
input logic rst_n,
input logic wr_en,
input logic [WIDTH-1:0] wr_data,
input logic rd_en,
output logic [WIDTH-1:0] rd_data,
output logic full,
output logic empty
);
localparam int ADDR_W = $clog2(DEPTH);
logic [WIDTH-1:0] mem [0:DEPTH-1];
logic [ADDR_W:0] wptr, rptr;
assign full = (wptr[ADDR_W] != rptr[ADDR_W]) && (wptr[ADDR_W-1:0] == rptr[ADDR_W-1:0]);
assign empty = (wptr == rptr);
always_ff @(posedge clk or negedge rst_n) begin
if (!rst_n) begin
wptr <= '0;
end else if (wr_en && !full) begin
mem[wptr[ADDR_W-1:0]] <= wr_data;
wptr <= wptr + 1'b1;
end
end
always_ff @(posedge clk or negedge rst_n) begin
if (!rst_n) begin
rptr <= '0;
rd_data<= '0;
end else if (rd_en && !empty) begin
rd_data <= mem[rptr[ADDR_W-1:0]];
rptr <= rptr + 1'b1;
end
end
endmodule
--- flow/constraint.sdc ---
current_design uart_fifo

set clk_period 4.0
set clk_io_pct 0.2

create_clock -name clk0 -period $clk_period [get_ports {clk}]

set non_clock_inputs [all_inputs -no_clocks]
set_input_delay [expr $clk_period * $clk_io_pct] -clock clk0 $non_clock_inputs
set_output_delay [expr $clk_period * $clk_io_pct] -clock clk0 [all_outputs]
==> flow_summary.ini <==
; implementation run metrics
[status]
status = completed

[clock_network]
cts_resized = 0
insertion_delay_ns = 0.42
cts_buffers = 17
tritoncts = yes
htreeDepth = 4
path_clk_slew_ns = 0.06
post_cts_buffers = 0
cts_root_buffer = clkbuf_16
clockBufferDepth = 2
clock_sinks = 146
cts_hold_buf = 0

[critical_path]
r2r-start = rptr[0]
max_stage_delay_ns = 0.83
critical_path_class = flop to flop
worstPathCellList = inv_1 > ha_1 > buf_4 > a2111o_1 > o21ai_0 > nor4_1 > o31ai_1
r2r_cells = 7
setup.worst_path.end_class = flop
crit_required_ns = 4.29
slowest_stage = ha_1
r2r-end = rd_data[6]
worstPathArrival_ns = 3.20
critPathMaxFanout = 22
start_kind = flop
startpoint = rptr[0]
rrSetupSlack_ns = 1.09

[flow_run]
tool_warnings = 31
drv_cap = 0

[yosys]
top_cell_area_share_pct = 65.32
synth_top_cell_by_area = edfxtp_1
ys_seq_share_pct = 72.97
edf_count = 128
synth_cell_types = 39
yosys_area_mm2 = 0.005884
ys_warn_count = 2
synthCells = 390
ys_cells = 390
synth_area_mm2 = 0.005884
area_leaders = edfxtp_1, dfrtp_1, mux2i_1, a22oi_1, nand2_1
ys.flops = 146
synthArstFlopShare_pct = 12.33
flop_cell = edfxtp_1
avgSynthCellArea_um2 = 15.09

[sta]
finalHoldViolCount = 0
finalSetupTns_ns = 0
rsz0062_at_grt = no
tightest_slew_ns = 1.013
hold_ws_ns = 0.4845
finalSetupViolations = 0
fin_crit_ns = 2.912
fin_skew_ns = 0.006542
finalCritPeriodShare_pct = 72.80
max_freq_mhz = 343.4
maxSlewHeadroom_pct = 32.49
finalMaxSlewViolations = 0

[finish]
instances_no_fill = 701
fin_util_pct = 37.25
synthToLayoutAreaGrowth_pct = 19.99
layout-drive-gt1-share_pct = 14.29

[grt]
grt_pass1_wl_um = 20200
grt_pass1_vias = 3546
grt_overflow = 0
antenna_found_initial = 0
grtUsageTotal_pct = 14.42
grt_max_degree = 40

[route]
viasPerCell = 4.910
dr.pass1.iters = 4
num_antenna_cells = 0
finalWirelength_um = 13040
wl_per_cell_um = 18.60
antenna_left = 0
drtIter0Drc = 273
drc = 0
vias = 3442

[placed_design]
hpwlAfterDp_um = 8422
io_buffer_count = 21
place.gp.congestion = 0.9068
place_inst = 669

[floorplanning]
die_y_um = 142.1
fp_util_pct = 31.04
dieArea_mm2 = 0.02018
die_w_um = 142.1
fp.coreArea_mm2 = 0.01896
io_pins = 22
rows = 50

[min_path]
hold_depth = 2
min_from = rd_data[7]
hold_class = flop to flop
whs_endpoint = rd_data[7]

[power]
power.density_mw_per_mm2 = 721.6
ir_drop_v = 0.0003017
p_leak_nw = 2.394
## cell families (layout without fill, tap and decap cells)
logic type	after synthesis	count (layout)	share of synthesized area (%)
compound gates	82	82	10.40
xor+xnor	14	14	2.084
fa+ha+maj	8	8	1.701
buf+inv	32	83	2.551
flops	146	146	72.97
mux	17	17	2.977
simple gates	91	91	7.314
## critical path: cells and delay by family (launching register included)
kind            cells  cell delay, ns
buf+inv             2            0.39
simple gates        1            0.38
fa+ha+maj           1            0.83
compound gates      3            0.72
flops               1            0.46
## metrics by stage
stage          area [µm²]  setup slack, ns  total power, mW
4_1_cts              7061            1.154            5.128
3_5_place_dp         6479            1.156            3.573
5_1_grt              7061           0.9464            5.361
2_1_floorplan        5884            1.629            3.046
6_report             7061            1.088            5.095
3_3_place_gp         6479            1.278            3.554
## layer usage
metal,share of wire [%],routed length [µm],vias up,GRT usage (%)
met2,44,5727,167,20.64
met4,3.3,427,0,4.188
li1,-,-,1602,-
met5,0,0,-,0
met1,41,5307,1651,19.14
met3,12,1575,22,8.465
## how the worst max path moves through the flow
stage / endpoint / slack, ns / cells after the start
finish: rd_data[6] / 1.09 / 7
global route: rd_data[6] / 0.95 / 7
CTS: rd_data[6] / 1.15 / 7
## cell usage after synthesis (all sizes together) (5+ instances only)
library cell  instances
edfxtp              128
nand2                29
nor2                 19
dfrtp                18
a22oi                16
nor3                 14
buf                  13
clkbuf               13
mux2i                13
o21ai                13
a21oi                 9
a221oi                9
nor4                  9
a22o                  8
ha                    8
o31ai                 7
xnor2                 7
xor2                  7
a211oi                6
inv                   6
a222oi                5
nand3                 5
o22ai                 5
## power breakdown
part           total [mW]  internal, mW  switching, mW  leakage, nW
clock network        1.54         0.927          0.617        0.288
logic                1.59         0.632          0.954        0.738
registers            1.97          1.83          0.140         1.37
total                5.09          3.38           1.71         2.39
## cell type report
type	instances	area, µm²
multi-input cells	212	1446
inverters	6	22.52
fillers	1739	11900
clock buffers	18	429.2
well taps	260	325.3
clock inverters	14	152.6
repair buffers	45	390.4
flip-flops and latches	146	4294
## cell usage in the layout (no fill, tap or decap), types with 3 or more instances in the layout
cell type / instances
nand2b_1: 3
a21oi_1: 9
nand2_1: 29
clkinv_4: 3
clkbuf_16: 17
a22o_1: 8
clkdlybuf4s50_1: 21
nor3_1: 14
ha_1: 8
o31ai_1: 6
inv_1: 6
a22oi_1: 16
a222oi_1: 5
nand3_1: 5
a221oi_1: 9
nor4_1: 8
nor2_1: 19
mux2i_1: 13
and3_1: 4
o22ai_1: 5
xnor2_1: 7
nand3b_1: 4
mux2_2: 4
inv_6: 6
o21ai_0: 9
xor2_1: 7
buf_4: 24
a211oi_1: 5
edfxtp_1: 128
dfrtp_1: 18
## registers in the layout (all words and copies together) (netlist names)
register,count
mem,128
rptr,5
rd_data,8
wptr,5
No activity file was given, so power comes from the tool's default toggle rates.
